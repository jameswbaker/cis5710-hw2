==> flow/design.v <==
`timescale 1ns / 1ps
module gp1(input wire a, b,
           output wire g, p);
   assign g = a & b;
   assign p = a | b;
endmodule
module gp4(input wire [3:0] gin, pin,
           input wire cin,
           output wire gout, pout,
           output wire [2:0] cout);
   wire g10 = gin[1] | (pin[1] & gin[0]);
   wire g32 = gin[3] | (pin[3] & gin[2]);
   wire p10 = pin[1] & pin[0];
   wire p32 = pin[3] & pin[2];
   assign gout = g32 | (p32 & g10);        
   assign pout = p32 & p10;                
   wire c1 = gin[0] | (pin[0] & cin);
   wire c2 = g10 | (p10 & cin);
   wire c3 = gin[2] | (pin[2] & c2);
   assign cout = {c3, c2, c1};
endmodule
module gp8(input wire [7:0] gin, pin,
           input wire cin,
           output wire gout, pout,
           output wire [6:0] cout);
   wire g30, p30, g74, p74;
   wire [2:0] c31, c75;
   gp4 bottom_4 (
       .gin(gin[3:0]),    
       .pin(pin[3:0]),    
       .cin(cin),
       .gout(g30),
       .pout(p30),
       .cout(c31)
   );
   wire c4 = g30 | (p30 & cin);
   gp4 top_4 (
       .gin(gin[7:4]),    
       .pin(pin[7:4]),    
       .cin(c4),
       .gout(g74),
       .pout(p74),
       .cout(c75)
   );
   assign gout = g74 | (p74 & g30);
   assign pout = p74 & p30;
   assign cout = { c75, c4, c31 };
endmodule
module cla
  (input wire [31:0]  a, b,
   input wire         cin,
   output wire [31:0] sum);
   wire [31:0] g = a & b;
   wire [31:0] p = a | b;
   wire [3:0] gr;
   wire [3:0] pr;
   wire c0, c8, c16, c24, c32;
   wire [6:0] c7_1, c15_9, c23_17, c31_25;
   assign c0 = cin;
   gp8 gp8_part_0 (
      .gin(g[7:0]),
      .pin(p[7:0]),
      .cin(c0),
      .gout(gr[0]),
      .pout(pr[0]),
      .cout(c7_1)
   );
   assign c8 = gr[0] | (pr[0] & c0);
   gp8 gp8_part_1 (
      .gin(g[15:8]),
      .pin(p[15:8]),
      .cin(c8),
      .gout(gr[1]),
      .pout(pr[1]),
      .cout(c15_9)
   );
   assign c16 = gr[1] | (pr[1] & c8);
   gp8 gp8_part_2 (
      .gin(g[23:16]),
      .pin(p[23:16]),
      .cin(c16),
      .gout(gr[2]),
      .pout(pr[2]),
      .cout(c23_17)
   );
   assign c24 = gr[2] | (pr[2] & c16);
   gp8 gp8_part_3 (
      .gin(g[31:24]),
      .pin(p[31:24]),
      .cin(c24),
      .gout(gr[3]),
      .pout(pr[3]),
      .cout(c31_25)
   );
   assign c32 = gr[3] | (pr[3] & c24);
   wire [31:0] c = {c31_25, c24, c23_17, c16, c15_9, c8, c7_1, c0};
   assign sum = a ^ b ^ c[31:0];
endmodule
==> flow/run.sh <==
#!/bin/bash
# OpenROAD 26Q1-2900-gdf79404cd8, Yosys 0.63+post, stock flow scripts
make -C /OpenROAD-flow-scripts/flow DESIGN_CONFIG=/design/flow/config.mk WORK_HOME=/design/flow/orfs finish
==> flow/config.mk <==
export PLATFORM = sky130hd
export DESIGN_NAME = cla
export DESIGN_NICKNAME = cla
export VERILOG_FILES = /design/flow/design.v
export SDC_FILE = /design/flow/constraint.sdc
export NUM_CORES = 4
export LEC_CHECK = 1
export CORE_AREA = 10 10 90 90
export DIE_AREA = 0 0 100 100
==> flow/constraint.sdc <==
current_design cla

set clk_period 16.4
set clk_io_pct 0.2

create_clock -name clk0 -period $clk_period

set non_clock_inputs [all_inputs -no_clocks]
set_input_delay [expr $clk_period * $clk_io_pct] -clock clk0 $non_clock_inputs
set_output_delay [expr $clk_period * $clk_io_pct] -clock clk0 [all_outputs]
==> out/results.ini <==
[status]
status=finished, final reports clean

[clock_network]
cts_resized=0
holdBufCountCts=0
cts_setup_buffers=0

[finish]
filler_cell_count=600
seqCellArea_um2=0
final_common_cell=clkdlybuf4s50_1
layout.cells.non_filler=422
post_route_cells_drive_above_1_share=0.0145
area.growth.synth_to_final_pct=53.2
final_cell_mix=clkdlybuf4s50_1, inv_1, ha_1
comb_area_um2=1720
seq_cells=0
clkbuf_count=0

[yosys]
postSynthSeqShare=0
yosys_cells=248
syn_area_um2=2000
yosys_area_um2=2000
syn_area_per_cell_um2=8.08
synth.distinct_cells=33
ys.warnings.count=0
synthCells=248

[sta]
worst_pin_slew_ns=0.705
finalHoldViolations=0
timing.fmax_mhz=98.7
grt_setup_unrepaired=false
fin_crit_ns=10.13
finalSetupViolCount=0
setup_tns_ns=0
drv_slew=0
timing.final.crit_share=0.618
relSlewSlack=0.526

[detailed_routing]
vias=1793
drtIter0Drc=29
wl_per_cell_um=11.6
ant_nets=0
num_antenna_cells=0
drc=0
viasPerCell=4.25
routed_wl_um=4890
firstDrtPassIters=3

[global_routing]
grt_pass1_vias=1891
overflow=0
antenna_found_initial=0
grt_usage=0.0985
grt_pass1_wl_um=8490
grt_max_degree=6

[floorplan]
die_w_um=100
fp_util=0.319
io_pins=97
dieArea_um2=10000
num_rows=29
die_y_um=100
core_um2=6280

[job]
cap_violations=0
warning_count=77

[power_and_ir_drop]
cellPowerDensity_nw_per_um2=32.1
ir_drop_mv=0.0212
leakage_nw=1.57

[setup_path]
worstPathArrival_ns=6.85
path_class=input port to output pin
startpoint_type=input port
critical_path_required_ns=13.12
worstPathMaxFanout=4
cp-end-kind=output pin

[worst_hold_path]
hp-class=input port to output pin

[placement]
placed_cells_incl_taps=422
dpl.hpwl_um=4760
gp_congestion=0.764
io_buffers=97

-- cell type report --
cell class / instances / area share
tap: 77 / 0.0314
multi-input combinational: 171 / 0.558
inverter: 77 / 0.0941
timing repair buffer: 97 / 0.316
-- through the flow --
stage / hold slack, ns / power (W) / utilization / instance area [um2] / setup WS [ns]
final: 7.54 / 0.0000986 / 0.489 / 3070 / 6.27
after global routing: 7.57 / 0.000113 / 0.489 / 3070 / 5.96
after CTS: 7.55 / 0.000102 / 0.489 / 3070 / 6.25
after detailed placement: 7.54 / 0.000101 / 0.489 / 3070 / 6.25
after global placement: 7.52 / 0.000101 / 0.489 / 3070 / 6.31
after floorplan: 6.59 / 0.0000342 / - / 2000 / 7.52
-- synth_stat cells (3+ instances only) --
cell | count | share of area
inv_1 | 77 | 0.14
ha_1 | 60 | 0.37
nor2_1 | 18 | 0.034
fa_1 | 16 | 0.16
xor2_1 | 15 | 0.066
a21oi_1 | 10 | 0.025
nand2_1 | 5 | 0.0094
nor2b_1 | 5 | 0.016
nor3_1 | 4 | 0.010
a211o_1 | 3 | 0.013
a221o_1 | 3 | 0.015
nand2b_1 | 3 | 0.0094
o21bai_1 | 3 | 0.011
-- layer usage --
metal / vias up / global-route usage / wire, um
met5: - / 0 / 0
met4: 0 / 0 / 0
met3: 0 / 0.0291 / 431
met2: 52 / 0.171 / 2290
met1: 780 / 0.126 / 2170
li1: 961 / - / -
-- logic make-up (layout without fill, tap and decap cells) --
group	after synthesis	in the layout	synth area share
buf+inv	77	174	0.144
fa+ha+maj	76	76	0.534
simple gates	46	46	0.119
compound gates	32	32	0.129
xor+xnor	17	17	0.0743
-- worst paths after layout --
kind / startpoint / endpoint / slack (ns) / cells past startpoint
setup / recovery: a[10] / sum[31] / 6.27 / 12
hold / removal: b[31] / sum[31] / 7.54 / 3
-- report_power, final --
| group | internal (W) | total [W] | switching (W) |
|---|---|---|---|
| clock network | 0 | 0 | 0 |
| registers | 0 | 0 | 0 |
| logic | 0.0000635 | 0.0000986 | 0.0000351 |
| total | 0.0000635 | 0.0000986 | 0.0000351 |
-- worst max-delay path, cell delays in order --
cell,delay [ns]
clkdlybuf4s50_1,0.52
inv_1,0.06
ha_1,0.20
or4_1,0.64
a2111oi_4,0.39
o311ai_2,0.15
a31oi_1,0.32
a221oi_2,0.11
fa_1,0.38
xor2_1,0.16
xnor2_1,0.14
clkdlybuf4s50_1,0.49
Power and IR drop assume default switching activity.
