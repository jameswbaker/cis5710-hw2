## flow/config.mk

```make
export PLATFORM = sky130hd
export DESIGN_NAME = divider_unsigned
export DESIGN_NICKNAME = divider_unsigned
export VERILOG_FILES = /design/flow/design.v
export SDC_FILE = /design/flow/constraint.sdc
export NUM_CORES = 4
export LEC_CHECK = 1
export CORE_UTILIZATION = 40
```

## flow/design.v

```verilog
`timescale 1ns / 1ns
module left_bitshift (
    input  wire [31:0] in_wire,
    output wire [31:0] out_wire
);
  assign out_wire = {in_wire[30:0], 1'b0};
endmodule
module select_msb (
    input  wire [31:0] in_wire,
    output wire [31:0] out_wire
);
  assign out_wire = {31'b0, in_wire[31]};
endmodule
module divider_unsigned (
    input  wire [31:0] i_dividend,
    input  wire [31:0] i_divisor,
    output wire [31:0] o_remainder,
    output wire [31:0] o_quotient
);
  wire [1055:0] divd, rem, quot;
  assign divd[31:0] = i_dividend;
  assign rem[31:0]  = 32'b0;
  assign quot[31:0] = 32'b0;
  genvar i;
  for (i = 0; i < 1024; i = i + 32) begin
    divu_1iter d1iter (
        .i_dividend (divd[i+31:i]),
        .i_divisor  (i_divisor),
        .i_remainder(rem[i+31:i]),
        .i_quotient (quot[i+31:i]),
        .o_dividend (divd[i+63:i+32]),
        .o_remainder(rem[i+63:i+32]),
        .o_quotient (quot[i+63:i+32])
    );
  end
  assign o_remainder = rem[1055:1024];
  assign o_quotient  = quot[1055:1024];
endmodule
module divu_1iter (
    input  wire [31:0] i_dividend,
    input  wire [31:0] i_divisor,
    input  wire [31:0] i_remainder,
    input  wire [31:0] i_quotient,
    output wire [31:0] o_dividend,
    output wire [31:0] o_remainder,
    output wire [31:0] o_quotient
);
  wire [31:0] rem_s, rem_s2, divd_msb, quot_s;
  left_bitshift lbs1 (
      .in_wire (i_remainder),
      .out_wire(rem_s)
  );   
  select_msb msb (
      .in_wire (i_dividend),
      .out_wire(divd_msb)
  );   
  assign rem_s2 = rem_s | divd_msb;   
  left_bitshift lbs2 (
      .in_wire (i_quotient),
      .out_wire(quot_s)
  );   
  assign o_quotient  = (rem_s2 < i_divisor) ? quot_s : quot_s | 32'b1;
  assign o_remainder = (rem_s2 < i_divisor) ? rem_s2 : rem_s2 - i_divisor;
  left_bitshift lbs3 (
      .in_wire (i_dividend),
      .out_wire(o_dividend)
  );
endmodule
```

## flow/run.sh

```bash
#!/bin/bash
# OpenROAD 26Q1-2900-gdf79404cd8, Yosys 0.63+post, stock flow scripts
make -C /OpenROAD-flow-scripts/flow DESIGN_CONFIG=/design/flow/config.mk WORK_HOME=/design/flow/orfs finish
```

## flow/constraint.sdc

```tcl
current_design divider_unsigned

set clk_period 286.5
set clk_io_pct 0.2

create_clock -name clk0 -period $clk_period

set non_clock_inputs [all_inputs -no_clocks]
set_input_delay [expr $clk_period * $clk_io_pct] -clock clk0 $non_clock_inputs
set_output_delay [expr $clk_period * $clk_io_pct] -clock clk0 [all_outputs]
```

==> Changelog: implementation <==
## Implementation

- Outcome: complete, no violations
- Crit-path max FO: 44
- Total grt overflow: 0
- Fraction of layout cells with a size suffix above 1: approximately 5.0%
- Placed cells: around 11000
- Cycle use final: 80.86%
- Number of setup buffers added after CTS: 0
- PwrDens: 11730 mW/mm^2
- DRC viols: 0
- Top cells excl fill/tap: 994 x ha_1, 983 x nand2_1, 844 x nor2_1, 770 x a21oi_1, 625 x o21ai_0
- Slowest-stage cell, CP: a2111oi_0
- I/O pin total: around 130
- Crit end category: primary output
- Crit path launch type: input port
- All-Layer GR Usage: 35.39%
- CP max stage delay: ~1200 ps
- Die span in y: between 300 and 400 um
- Pleak: 29.48 nW
- Final core occ: 43.35%
- Worst-Margin Slew: between 1000 and 1500 ps
- Starting density of the core: slightly above 40%
- Hold Vio Cnt, Final: 0
- Hold Path Sink: o_remainder[0]
- Layout overhead on the synthesized area: 7.276%
- Max_cap viols: 0
- Total power: around 740 mW
- Top logic cell by instance count in the layout: ha_1
- Synth Instances: between 8000 and 9000
- Int Pwr: between 300 and 400 mW
- YS chip area: about 0.06 sq mm
- # clk buffers: 0
- Worst vdd ir: about 4800 uV
- Max Fclk: between 4 and 5 MHz
- Sw Share: 59.46%
- Post-CTS resize count: 0
- Chip area: 0.1491 sq mm
- Final setup vio count: 0
- Iter 0 DRT Violations: ~6900
- Vias per cell: roughly 6.4
- Post-route non-filler standard cell count: 10881
- Worst EP required: approximately 230000 ps
- Core ar.: about 0.15 sq mm
- Register area: 0 sq um
- Buffers plus inverters on the worst setup path: 67
- Port Buffers: roughly 130
- Flop count: 0
- Post-synthesis cell area: between 0.05 and 0.06 sq mm
- DRT antenna net count: 0
- Post-layout min period: ~230000 ps
- Yosys cell count: around 9000
- Slew margin rel.: around 2.4%
- Global-route wire length before repair: ~400 mm
- Die W: 386.2 um
- Detailed Place HPWL: around 220 mm
- Kind of critical path: in -> out
- Synth Seq Share: 0%
- DR pass1 iterations: 6
- Largest net degree at the start of global routing: 48
- Via count: about 70000
- Routed WL per cell: about 25 um
- Drt total wl: approximately 270 mm
- Hold Crit Start: i_dividend[0]
- Psw: about 440 mW
- Worst hold path class: in -> out
- GP Congestion: about 1.1
- Hold path depth: 4
- CP delay by family, top: AND-OR/OR-AND gates
- Synth Area per Inst: 6.655 sq um
- Setup TNS: 0 ps
- Std-Cell Rows: between 100 and 150
- Hold_buf cts: 0
- Critical Path AT: around 170000 ps
- Initial antenna violation count: 10
- Yosys warns: 0
- Post-synth cell types: 98
- RSZ-0062 raised after global routing: no
- Final hold slack: 115560 ps
- Vias in the first global route: 63148
- Tool warnings: 32
- Slew Limit Fails: 0
power groups by stage:
stage / clock network [mW] / logic, mW / registers, mW
after CTS: 0 / 754 / 0
after global routing: 0.000000000951 / 778 / 0
cells in the mapped netlist (167+ instances only):
master,count,area [sq um]
inv_1,422,1584
a21oi_1,772,3864
o21ai_0,625,3128
nor3_1,247,1236
xor2_1,235,2058
o21a_1,258,1937
nand2_1,983,3690
xnor2_1,466,4081
a21o_1,398,2988
ha_1,994,12440
nor2_1,850,3191
nand3_1,201,1006
a31oi_1,167,1045
cell families after synthesis:
kind of cell    share of synthesized area [%]
simple gates                            24.12
compound gates                          36.95
mux                                     2.100
other cells                          0.006353
buf+inv                                 4.303
xor+xnor                                10.40
fa+ha+maj                               22.12
tightest hold or removal path, stage by stage:
cell and delay (ps):
clkdlybuf4s50_1 420, nor2_1 110, a21oi_1 40, clkdlybuf4s50_1 390
how the worst max path moves through the flow:
| stage | from | to | cells past startpoint |
|---|---|---|---|
| CTS | i_dividend[31] | o_remainder[27] | 425 |
| global route | i_dividend[31] | o_remainder[27] | 425 |
| finish | i_dividend[31] | o_remainder[27] | 425 |
layout make-up:
cell class / count / area [sq um]
fillers: 15022 / 82760
multi-input cells: 8216 / 56640
repair buffers: 308 / 2648
well taps: 1917 / 2399
inverters: 434 / 1629
diodes: 6 / 15.01
per-stage QoR:
stage	instance area (sq um)	worst slack, ps
after floorplan	59080	77810
after global placement	63310	60120
after detailed placement	63310	59030
after CTS	63310	58530
after global routing	63320	48610
final	63330	54830
per-layer routing:
layer / GRT usage (%) / vias up / share of wire [%] / routed length [um]
met5: 0 / - / 0.035 / 94
met4: 19.34 / 14 / 6.7 / 17950
met3: 6.526 / 829 / 9.1 / 24460
met2: 55.48 / 3375 / 43 / 116800
met1: 45.78 / 32322 / 41 / 110100
li1: - / 33283 / - / -
No activity file was given, so power comes from the tool's default toggle rates.
